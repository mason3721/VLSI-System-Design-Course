$ cat design.v
module AW_FIFO_AXI_to_Slave (
    input               wclk,  
    input               wrst,  
    input               wpush,  
    input        [48:0] wdata,  
    output logic        wfull,  
    input               rclk,  
    input               rrst,  
    input               rpop,  
    output logic [48:0] rdata,  
    output logic        rempty  
);    
    logic wptr;  
    logic wptr_rclk_1;  
    logic wptr_rclk_2;  
    logic rptr;  
    logic rptr_wclk_1;  
    logic rptr_wclk_2;  
    logic [48:0] FIFO_mem [1:0];  
    assign rdata = FIFO_mem[rptr];
    always_ff @(posedge wclk) begin
        if (wrst) begin
            FIFO_mem[0] <= 49'd0;
            FIFO_mem[1] <= 49'd0;
        end else if (wpush && (~wfull)) begin
            FIFO_mem[wptr] <= wdata;
        end else begin
            FIFO_mem[wptr] <= FIFO_mem[wptr];
        end
    end
    always_ff @(posedge wclk) begin
        if (wrst) begin
            wptr <= 1'b0;
        end else begin
            wptr <= wptr ^ (wpush && ~wfull);
        end
    end
    assign wfull = (wptr ^ rptr_wclk_2);
    always_ff @(posedge wclk) begin
        if (wrst) begin
            rptr_wclk_1 <= 1'b0;
            rptr_wclk_2 <= 1'b0;
        end else begin
            rptr_wclk_1 <= rptr;
            rptr_wclk_2 <= rptr_wclk_1;
        end
    end
    always_ff @(posedge rclk) begin
        if (rrst) begin
            rptr <= 1'b0;
        end else begin
            rptr <= rptr ^ (rpop && ~rempty);
        end
    end
    assign rempty = ~(rptr ^ wptr_rclk_2);
    always_ff @(posedge rclk) begin
        if (rrst) begin
            wptr_rclk_1 <= 1'b0;
            wptr_rclk_2 <= 1'b0;
        end else begin
            wptr_rclk_1 <= wptr;
            wptr_rclk_2 <= wptr_rclk_1;
        end
    end
endmodule
$ cat run.sh
#!/bin/bash
# OpenROAD 26Q1-2900-gdf79404cd8, Yosys 0.63+post, stock flow scripts
make -C /OpenROAD-flow-scripts/flow DESIGN_CONFIG=/design/flow/config.mk WORK_HOME=/design/flow/orfs finish
$ cat config.mk
export PLATFORM = sky130hd
export DESIGN_NAME = AW_FIFO_AXI_to_Slave
export DESIGN_NICKNAME = AW_FIFO_AXI_to_Slave
export VERILOG_FILES = /design/flow/design.v
export SDC_FILE = /design/flow/constraint.sdc
export NUM_CORES = 4
export LEC_CHECK = 1
export CORE_UTILIZATION = 50
$ cat constraint.sdc
current_design AW_FIFO_AXI_to_Slave

set clk_period 4.5
set clk_io_pct 0.2

create_clock -name clk0 -period $clk_period [get_ports {rclk}]
create_clock -name clk1 -period $clk_period [get_ports {wclk}]

set non_clock_inputs [all_inputs -no_clocks]
set_input_delay [expr $clk_period * $clk_io_pct] -clock clk0 $non_clock_inputs
set_output_delay [expr $clk_period * $clk_io_pct] -clock clk0 [all_outputs]
==> run notes <==
run metrics: max cap viols 0, outcome completed, yosys stat cell total 294, Area after DPL 5590 sq um, RSZ-0062 raised after global routing false, max-slew violations 0, fillers 603, critical path cell sequence buf_4, mux2_2, clkdlybuf4s50_1, P&R area growth vs syn 29.3%, Setup TNS 0 ns, Routed Antenna Nets 0, Synth Cell Area 4500 sq um, Critical Path RT 3.60 ns, GP Congestion 0.743, leakage power 0.00248 uW, Die X 96.9 um, port bufs 104, cts repair resizes 0, CP Max Fanout 19, Cell Type Count 22, placed cells 486, drt via density 5.42, yosys synthesis chip area 4500 sq um, Startpoint Class flop, core area 8720 sq um, HP Class reg2reg, family with the most delay on the worst path buffers and inverters, VDD IR-drop max 0.000180 V, pin count of the biggest net entering global routing 51, antenna violations before repair 1, drt first pass iters 6, Comb area 1290 sq um, Reg area 3060 sq um, Synth Instances 294, Final Skew 0.00825 ns, slowest CP cell dfxtp_2, final core occ 66.8%, DRC 0, Arr. time, crit path 2.00 ns, pwr dens 338 nW/um^2, clock sink total 104, Synth Warn # 1, Setup Fix Bufs, Post-CTS 0, measured slew at the worst slew-check pin 0.897 ns, DP Wirelength 4750 um, slew margin rel. 40.2%, gr usage total 21.1%, first-pass GRT wire length 14400 um, Post-CTS Hold Fix Bufs 0, fp_density 51.6%, final std cells w/o fill 507, CP Class reg2out, Die H 96.9 um, crit path buf inv count 2, Syn Area/Cell 15.3 sq um, Worst-path clk slew 0.03 ns, CP Capture Type primary output, crit-path max cell delay 0.61 ns, tool warnings 27, CTS tree done, IO Pins 106, Final setup viols 0, DR WL/cell 16.7 um, layout cells sized above 1 19.6%, Post-synth seq share 68.0%, DRT iter0 DRCs 145, Fin. Hold Viols 0, final instance area 5820 sq um, grt ovf 0, vias in the first global route 2894, FP Rows 34, chip area 9390 sq um, DR vias 2749, Flops after synth 104, WL final 8470 um
Yosys cell counts:
cell type,instances,area [sq um]
buf_6,1,11.3
xor2_1,1,8.76
buf_2,6,30.0
and2b_1,2,15.0
nor2b_1,2,12.5
nor2b_2,1,8.76
and3_1,98,613
buf_8,2,30.0
xnor2_1,1,8.76
edfxtp_1,98,2940
dfxtp_1,6,120
or2b_1,1,7.51
mux2i_1,1,10.0
nor2_1,2,7.51
clkbuf_2,7,35.0
and2_2,1,7.51
buf_12,1,20.0
clkbuf_1,10,37.5
nand2b_1,1,6.26
a21oi_1,1,5.00
a21o_1,2,15.0
mux2_2,49,552
worst reg2reg max path, cell delays in order (launching register included):
cell and delay [ns]:
dfxtp_1 0.46, and2_2 0.79, a21o_2 0.25, buf_4 0.54
layer usage:
layer	GRT usage [%]	part of all wire, %
met1	35.2	44
met2	31.2	48
met3	7.57	6.6
met4	2.76	1.2
met5	0	0
state kept, by name, indices dropped and copies added, names as in the netlist, named ones only:
| name | count |
|---|---|
| wptr | 1 |
| FIFO_mem | 98 |
| rptr_wclk_2 | 1 |
| wptr_rclk_1 | 1 |
| rptr_wclk_1 | 1 |
| wptr_rclk_2 | 1 |
area by class of cell:
class / count / area share [%]
Clock inverter: 6 / 1.10
Tap cell: 108 / 2.32
Sequential cell: 104 / 52.6
Multi-Input combinational cell: 163 / 22.2
Clock buffer: 14 / 2.96
Antenna cell: 1 / 0.0430
Timing Repair Buffer: 111 / 18.8
path summary, 6_finish.rpt:
kind                                 from                            end  slack [ns]  cells after the start
setup / recovery                     flop                      rdata[43]        1.60                      3
hold / removal     wptr_rclk_1$_SDFF_PP0_         wptr_rclk_2$_SDFF_PP0_        0.45                      1
setup reg to reg          wptr$_SDFF_PP0_  FIFO_mem[1][39]$_SDFFCE_PN0P_        2.05                      3
hold reg to reg    wptr_rclk_1$_SDFF_PP0_         wptr_rclk_2$_SDFF_PP0_        0.45                      1
max in group clk1         wptr$_SDFF_PP0_  FIFO_mem[1][39]$_SDFFCE_PN0P_        2.05                      3
min in group clk1  rptr_wclk_1$_SDFF_PP0_         rptr_wclk_2$_SDFF_PP0_        0.45                      1
report_power, final:
part	switching, uW	internal, uW
Clock	311	317
Combinational	72.3	142
Sequential	12.9	1110
per-stage QoR:
step	total power (uW)	setup slack, ns	hold WS [ns]
after global placement	1360	1.73	0.420
after detailed placement	1360	1.66	0.428
after global routing	2060	1.48	0.470
after floorplan	1220	2.15	0.411
after CTS	1990	1.55	0.458
final	1970	1.60	0.453
cells in the final DEF, fill, tap and decap left out, drive strengths merged:
| cell | count |
|---|---|
| and3 | 98 |
| diode | 1 |
| buf | 7 |
| clkbuf | 14 |
| mux2 | 49 |
| mux2i | 1 |
| nand2b | 1 |
| clkdlybuf4s50 | 104 |
| a21oi | 1 |
| nor2b | 3 |
| nor2 | 2 |
| edfxtp | 98 |
| a21o | 2 |
| bufinv | 1 |
| and2b | 2 |
| clkinv | 5 |
| dfxtp | 6 |
| or2b | 1 |
| xor2 | 1 |
| and2 | 1 |
| xnor2 | 1 |
cells by family (layout without fill, tap and decap cells):
group / count (synthesis) / in the layout / synth area share [%]
simple gates: 108 / 108 / 15.1
flops: 104 / 104 / 68.0
mux: 50 / 50 / 12.5
buf+inv: 27 / 131 / 3.64
compound gates: 3 / 3 / 0.444
xor+xnor: 2 / 2 / 0.389
other cells: 0 / 1 / 0
Power is estimated from default activity; no workload was simulated.
