[/design/flow/run.sh]
#!/bin/bash
# OpenROAD 26Q1-2900-gdf79404cd8, Yosys 0.63+post, stock flow scripts
make -C /OpenROAD-flow-scripts/flow DESIGN_CONFIG=/design/flow/config.mk WORK_HOME=/design/flow/orfs finish
[/design/flow/config.mk]
export PLATFORM = sky130hd
export DESIGN_NAME = Reg_file
export DESIGN_NICKNAME = Reg_file
export VERILOG_FILES = /design/flow/design.v
export SDC_FILE = /design/flow/constraint.sdc
export NUM_CORES = 4
export LEC_CHECK = 1
export CORE_UTILIZATION = 50
[/design/flow/constraint.sdc]
current_design Reg_file

set clk_period 12.2
set clk_io_pct 0.2

create_clock -name clk0 -period $clk_period [get_ports {clk}]

set non_clock_inputs [all_inputs -no_clocks]
set_input_delay [expr $clk_period * $clk_io_pct] -clock clk0 $non_clock_inputs
set_output_delay [expr $clk_period * $clk_io_pct] -clock clk0 [all_outputs]
[/design/flow/design.v]
module Reg_file(
    clk,
    rst,
    read_reg1,
    outdata1,
    read_reg2,
    outdata2,
    write_reg,
    write_data,
    waiting,
	Regwrite
);
input clk,rst,waiting;
input [2:0] Regwrite;
input [4:0] read_reg1,read_reg2,write_reg;
input [31:0] write_data;
output logic [31:0] outdata1,outdata2;
logic [31:0] register [31:0];
logic counter;
logic [31:0] write_temp;
always_ff @(posedge clk) begin
	if(rst) counter<=1'd0;
	else begin
		if(counter==1'd1) counter<=1'd1;
		else counter<=counter+1'd1;
	end
end
always_comb begin
	if(counter==1'd1) begin
		outdata1=((read_reg1==write_reg)&&(write_reg!=5'd0))?write_temp:register[read_reg1];  
		outdata2=((read_reg2==write_reg)&&(write_reg!=5'd0))?write_temp:register[read_reg2];   
	end
	else begin
		outdata1=32'd0;
		outdata2=32'd0;
	end
end
always_comb begin
	unique case(Regwrite)
        3'b111: begin  
            write_temp=(write_reg==5'd0)?32'd0:write_data;
        end
        3'b001: begin  
            write_temp=(write_reg==5'd0)?32'd0:write_data;	
        end
        3'b011: begin  
            write_temp=(write_reg==5'd0)?32'd0:write_data;
        end
        3'b000: begin  
            if(write_reg==5'd0) write_temp=32'd0;
			else write_temp=register[write_reg];
        end
		default: write_temp=32'd0;
    endcase
end
always_ff @( posedge clk ) begin  
    if(rst) begin
        register[0]<=32'b0;
        register[1]<=32'b0;
        register[2]<=32'b0;
        register[3]<=32'b0;
        register[4]<=32'b0;
        register[5]<=32'b0;
        register[6]<=32'b0;
        register[7]<=32'b0;
        register[8]<=32'b0;
        register[9]<=32'b0;
        register[10]<=32'b0;
        register[11]<=32'b0;
        register[12]<=32'b0;
        register[13]<=32'b0;
        register[14]<=32'b0;
        register[15]<=32'b0;
        register[16]<=32'b0;
        register[17]<=32'b0;
        register[18]<=32'b0;
        register[19]<=32'b0;
        register[20]<=32'b0;
        register[21]<=32'b0;
        register[22]<=32'b0;
        register[23]<=32'b0;
        register[24]<=32'b0;
        register[25]<=32'b0;
        register[26]<=32'b0;
        register[27]<=32'b0;
        register[28]<=32'b0;
        register[29]<=32'b0;
        register[30]<=32'b0;
        register[31]<=32'b0;
    end
    else begin
		register[write_reg]<=(write_reg!=5'd0)?write_temp:32'd0;
    end
end
endmodule
==> impl_metrics.csv <==
group,metric,value,unit
status,status,"finished clean",
timing,min_period,9.59,ns
timing,tightest_slew,1.03,ns
flow_run,max_cap_violations,0,
floorplan,die-area,131000,µm²
layout,area_delta_synth_final,9.73,%
critical_path,cp-start-kind,"input port",
timing,setup_viol,0,
grt,grt_use_met2,64.3,%
logic_synthesis,most_common_cell,"mux2i_1",
logic_synthesis,edf_count,1024,
clock_network,cts_hold_buf,0,
grt,grt_pass1_vias,54500,
clock_network,cts_buffers,117,
grt,grt_overflow_total,0,
layout,final_layout_size_suffix_gt1_share,14.2,%
routing,drt_pass1_iterations,6,
pwr,comb_power_share,16.5,%
logic_synthesis,ys_warn_count,1,
logic_synthesis,ys_seq_share,47.6,%
logic_synthesis,ys_types,52,
pwr,swShare,28.9,%
floorplan,io_pins,117,
logic_synthesis,ys_cells,5516,
floorplan,die_x,361,µm
pwr,irDropWorstVdd,0.000115,V
clock_network,clock-root-buffer,"clkbuf_16",
timing,max_freq,0.104,GHz
logic_synthesis,syn_area,64600,µm²
pwr,p_leak,26.1,nW
layout,utilization,55.5,%
pwr,powerDensity,129,nW/µm²
grt,busiest_layer,"met2",
clock_network,htreeDepth,3,
layout,final_cell_count_no_fill,7122,
logic_synthesis,ys_ff,1025,
timing,finalSetupTns,0,ns
routing,drc,0,
placement,finalWeightedCongestion,1.03,
timing,final-hold-violation-count,0,
critical_path,required,9.76,ns
flow_run,warnings,27,
critical_path,cp_data_arrival_time,7.15,ns
timing,slew_viol_final,0,
logic_synthesis,yosys.area.top_type_share,47.6,%
clock_network,cts.sink_count,1025,
floorplan,die_h,361,µm
timing,rsz0062_at_grt,"false",
layout,register_area,30800,µm²
placement,dp_hpwl,175000,µm
pwr,pwr-share-clk,38.2,%
placement,io_buffer_count,115,
placement,dp_cells,6889,
routing,detailedRoute.firstIterationViolations,5150,
timing,relSlewSlack,31.6,%
logic_synthesis,async_reset_ff_share,0,%
logic_synthesis,synthCells,5516,
pwr,power.internal,6.48,mW
clock_network,post-cts-setup-buffer-count,0,
grt,antenna_found_initial,13,
logic_synthesis,ys_top_cells_by_area,"edfxtp_1 (48%), mux2i_1 (19%), a21oi_1 (8.7%)",
logic_synthesis,yosys.area.top_type,"edfxtp_1",
pwr,switchingPower,2.64,mW
logic_synthesis,common_cells,"mux2i_1 (1225), a21oi_1 (1121), edfxtp_1 (1024)",
critical_path,worstPathMaxFanout,31,
layout,fillers,10600,
logic_synthesis,ys_chip_area,64600,µm²
critical_path,end_kind,"output pin",
routing,wl_per_cell,42.7,µm
grt,met1_usage,56.1,%
grt,grt_max_degree,87,
critical_path,worstSetupPathType,"input port to output pin",
routing,drt_wl_total,304000,µm
clock_network,clock_path_buffers,3,
logic_synthesis,ff_type,"edfxtp_1",
floorplan,core_area,128000,µm²
logic_synthesis,syn_avg_cell_area,11.7,µm²
clock_network,cts_tree,"yes",
layout,comb_area,31300,µm²
clock_network,cts_resized,0,
routing,vias,54000,
timing,fin_crit_sh,78.6,%
grt,grtUsageMet3,42.5,%
pwr,seqPwrFrac,45.3,%
routing,ant_nets,0,
floorplan,num_rows,131,
clock_network,path_clk_slew,0.06,ns
floorplan,fp-utilization,50.5,%
critical_path,r2r_slack,9.28,ns
min_path,hp-class,"flop to flop",
routing,vias_per_cell,7.58,
timing,fin_worst_skew,0.0354,ns
grt,grt_pass1_wl,416000,µm
grt,grt.total_usage,50.3,%
clock_network,clock_latency,0.77,ns
==> through the flow <==
step           hold slack (ns)  worst slack [ns]  power [mW]  area (µm²)
3_3_place_gp              1.01              3.01        5.61       67200
4_1_cts                   1.05              3.04        9.03       70800
6_report                  1.07              2.61        9.12       70900
3_5_place_dp              1.04              3.07        5.62       67200
2_1_floorplan            0.902              5.63        5.01       64700
5_1_grt                   1.15              2.70        9.28       70800
==> critical path, cell delays in order <==
cell and delay, ns:
clkdlybuf4s50_1 0.40, buf_4 0.28, nor2_2 0.54, nand2_1 0.29, nand3_1 0.14, buf_4 0.38
nand2_2 0.45, buf_4 0.52, a32oi_1 0.89, clkdlybuf4s50_1 0.76
==> final timing paths <==
| check | from | end | cells past startpoint |
|---|---|---|---|
| min | register[26][25] | register[28][25] | 5 |
| max | write_reg[1] | outdata2[14] | 10 |
| min reg2reg | register[26][25] | register[28][25] | 5 |
| max reg2reg | register[17][27] | register[9][27] | 6 |
==> placed cells by master (no fill, tap or decap), types with 18 or more instances in the layout <==
master,count
a311oi_1,40
diode_2,24
mux2i_1,1225
nand2_1,179
conb_1,32
a32oi_1,64
clkinv_2,21
nand2_2,19
a21oi_1,1121
clkdlybuf4s50_1,104
nand2_4,48
o22ai_1,256
buf_4,235
o21ai_0,43
nor2_1,43
edfxtp_1,1024
and4_1,24
clkbuf_16,118
a22o_1,22
clkinv_1,31
a22oi_1,200
nand3_1,85
mux4_2,200
or3_1,20
or4_1,63
o21ai_2,32
a211o_1,29
clkbuf_1,18
==> flip-flops by register name, summed over array words and instances (netlist names) <==
name	flops
counter	1
register	1024
==> layout make-up <==
| cell class | instances | area share, % |
|---|---|---|
| multi-input cells | 3844 | 44.1 |
| flip-flops and latches | 1025 | 43.4 |
| repair buffers | 355 | 4.33 |
| clock buffers | 136 | 4.26 |
| well taps | 1662 | 2.93 |
| clock inverters | 73 | 0.891 |
| diodes | 24 | 0.0847 |
| inverters | 3 | 0.0159 |
==> routing by layer <==
layer	wire length [µm]	vias up
li1	-	21600
met5	1640	-
met2	123000	5238
met3	63000	1389
met4	24700	62
met1	91300	25700
==> power by group through the flow <==
stage	registers [mW]	clock network, mW	logic (mW)
4_1_cts	4.13	3.48	1.43
5_1_grt	4.15	3.61	1.52
6_report	4.13	3.49	1.51
==> cell families after synthesis <==
family	count (synthesis)	share of synthesized area, %
simple gates	536	4.25
xor+xnor	10	0.136
flops	1025	47.6
other cells	1	0.00580
compound gates	1830	16.7
buf+inv	678	5.18
mux	1436	26.1
No activity file was given, so power comes from the tool's default toggle rates.
