## run.sh

```bash
#!/bin/bash
# OpenROAD 26Q1-2900-gdf79404cd8, Yosys 0.63+post, stock flow scripts
make -C /OpenROAD-flow-scripts/flow DESIGN_CONFIG=/design/flow/config.mk WORK_HOME=/design/flow/orfs finish
```

## config.mk

```make
export PLATFORM = sky130hd
export DESIGN_NAME = AR_FIFO_AXI_to_Slave
export DESIGN_NICKNAME = AR_FIFO_AXI_to_Slave
export VERILOG_FILES = /design/flow/design.v
export SDC_FILE = /design/flow/constraint.sdc
export NUM_CORES = 4
export LEC_CHECK = 1
export CORE_UTILIZATION = 30
```

## constraint.sdc

```tcl
current_design AR_FIFO_AXI_to_Slave

set clk_period 3.4
set clk_io_pct 0.2

create_clock -name clk0 -period $clk_period [get_ports {rclk}]
create_clock -name clk1 -period $clk_period [get_ports {wclk}]

set non_clock_inputs [all_inputs -no_clocks]
set_input_delay [expr $clk_period * $clk_io_pct] -clock clk0 $non_clock_inputs
set_output_delay [expr $clk_period * $clk_io_pct] -clock clk0 [all_outputs]
```

## design.v

```verilog
module AR_FIFO_AXI_to_Slave (
    input               wclk,  
    input               wrst,  
    input               wpush,  
    input        [48:0] wdata,  
    output logic        wfull,  
    input               rclk,  
    input               rrst,  
    input               rpop,  
    output logic [48:0] rdata,  
    output logic        rempty  
);
    logic wptr;  
    logic wptr_rclk_1;  
    logic wptr_rclk_2;  
    logic rptr;  
    logic rptr_wclk_1;  
    logic rptr_wclk_2;  
    logic [48:0] FIFO_mem [1:0];  
    assign rdata = FIFO_mem[rptr];
    always_ff @(posedge wclk) begin
        if (wrst) begin
            FIFO_mem[0] <= 49'd0;
            FIFO_mem[1] <= 49'd0;
        end else if (wpush && (~wfull)) begin
            FIFO_mem[wptr] <= wdata;
        end else begin
            FIFO_mem[wptr] <= FIFO_mem[wptr];
        end
    end
    always_ff @(posedge wclk) begin
        if (wrst) begin
            wptr <= 1'b0;
        end else begin
            wptr <= wptr ^ (wpush && ~wfull);
        end
    end
    assign wfull = (wptr ^ rptr_wclk_2);
    always_ff @(posedge wclk) begin
        if (wrst) begin
            rptr_wclk_1 <= 1'b0;
            rptr_wclk_2 <= 1'b0;
        end else begin
            rptr_wclk_1 <= rptr;
            rptr_wclk_2 <= rptr_wclk_1;
        end
    end
    always_ff @(posedge rclk) begin
        if (rrst) begin
            rptr <= 1'b0;
        end else begin
            rptr <= rptr ^ (rpop && ~rempty);
        end
    end
    assign rempty = ~(rptr ^ wptr_rclk_2);
    always_ff @(posedge rclk) begin
        if (rrst) begin
            wptr_rclk_1 <= 1'b0;
            wptr_rclk_2 <= 1'b0;
        end else begin
            wptr_rclk_1 <= wptr;
            wptr_rclk_2 <= wptr_rclk_1;
        end
    end
endmodule
```

==> flow_summary.toml <==
# physical design summary
[floorplan]
fp-utilization_pct = 30.87
std_cell_rows = 44
die-area_mm2 = 0.01551
die_y_um = 124.5
core_mm2 = 0.01459
io_pins = 106
die_w_um = 124.5

[final_layout]
drive_gt1_share_pct = 19.40
final_util_pct = 41.72
comb_area_mm2 = 0.001292
area_delta_synth_final_pct = 35.11
fillers = 1252
regArea_mm2 = 0.003064

[placed_design]
gp_congestion = 0.7198
io_buffers = 104
place.detailed.hpwl_um = 5455

[logic_synthesis]
synth.area.top_cells = "edfxtp_1 65%, and3_1 14%, mux2_2 12%, dfxtp_1 2.7%, clkbuf_1 0.83%"
synth.avg_cell_area_um2 = 15.32
syn_area_mm2 = 0.004504
ys_sh_simple_pct = 15.06
syn_inst = 294
fa_ha_area_share_pct = 0
numSynthFlops = 104
synth-edff-count = 98
yosys_warnings = 1
ys_sh_xor_pct = 0.3889
mux_area_share_pct = 12.47
synthArstFlopShare_pct = 0
aoi_share_pct = 0.4444
ys.flop_type = "edfxtp_1"
synthTopLogicFamily = "simple AND/OR/NAND/NOR gates"
yosys-top-cells-count = "98 x and3_1, 98 x edfxtp_1, 49 x mux2_2, 10 x clkbuf_1, 7 x clkbuf_2"
ys_cells = 294
ys_seq_share_pct = 68.00
top_area_cell = "edfxtp_1"
ys_area_mm2 = 0.004504
ys_types = 22
netlist.area_leader.share_pct = 65.33

[job]
warnings = 26
max_cap_viol_count = 0

[timing]
setup_tns_ps = 0
finalHoldViolCount = 0
timing.slew.headroom_pct = 46.20
worst_pin_slew_ps = 805.3
holdWs_ps = 430.9
setup-violations-final = 0
clock_skew_ps = 5.541
grt_setup_unrepaired = "no"
maxSlewViolCount = 0

[global_routing]
antenna_found_initial = 0
grt_pass1_vias = 2703
grt_pass1_wl_um = 14580
gr-total-overflow = 0
grt_max_degree = 53
grt_usage_pct = 12.73

[power_and_ir_drop]
combinationalPowerShare_pct = 9.8
power.net_switching_uw = 572.5
p_clk_share_pct = 40.3
power_frac_seq_pct = 49.9
power_density_mw_per_mm2 = 490.1
netSwitchingFraction_pct = 19.20
ir_drop_uv = 198.9
p_leak_nw = 2.550
intPower_mw = 2.410

[clocking]
clock-sinks = 104
cts_resized = 0
tritoncts = "built"
post_cts.repair.setup_buffers = 0
path_clk_slew_ps = 30
cts-hold-fix-buffers = 0

[drt]
wl_met3_um = 846
drt_wl_total_um = 9269
firstDrtPassIters = 4
ant_nets = 0
routed_via_density = 4.737
wl_met2_um = 4392
vias = 2752
drc = 0
drt_iter0_drc = 130
n_antenna_cell = 0
wire_per_inst_um = 15.95
routed.top_layer = "met4"
met1_length_um = 3854

[setup_path]
cp_max_fo = 36
required_ps = 2720
startpoint_type = "flip-flop"
cpMaxStageDelayCell = "dfxtp_2"
path_class = "reg2out"
cpPeakStageDelay_ps = 600
cp_cell_sequence = "buf_12 > mux2_2 > clkdlybuf4s50_1"
worstPathArrival_ps = 1930
endpoint_kind = "primary output"

[worst_hold_path]
hp-class = "reg2reg"

[status]
outcome = "finished clean"
==> worst max-delay path: cells and delay by family (launching register included) <==
kind     cells  cell delay [ps]
buf+inv      2              700
flops        1              600
mux          1              380
==> sequential cells by signal (all words and copies together), names as in the netlist, named ones only <==
register / flops
wptr_rclk_1: 1
wptr: 1
FIFO_mem: 98
rptr_wclk_1: 1
wptr_rclk_2: 1
rptr_wclk_2: 1
==> layout by cell type (no fill, tap or decap), types with 2 or more instances in the layout <==
master           netlist  layout
a21o_2                 0       2
and2b_1                2       2
and3_1                98      98
buf_12                 1       3
buf_4                  0       3
clkbuf_1              10       4
clkbuf_16              0      12
clkdlybuf4s50_1        0     104
dfxtp_1                6       5
edfxtp_1              98      98
mux2_2                49      49
nor2b_1                2       2
==> metrics by stage <==
stage          instance area [um2]  setup slack (ps)  instances  total power, mW
5_1_grt                       6086             695.5        581            3.098
2_1_floorplan                 4504              1159        294            1.614
3_3_place_gp                  5710             673.5        561            1.812
3_5_place_dp                  5710             624.3        561            1.814
6_report                      6086             787.1        581            2.982
4_1_cts                       6086             743.1        581            3.021
==> kinds of logic after synthesis <==
group,Yosys count
buffers and inverters,27
xor gates and xnor gates,2
DFF,104
and+or+nand+nor,108
AOI/OAI and AO/OA,3
muxes,50
==> final timing paths <==
kind,startpoint,endpoint,slack [ps],cells after the start
max,flip-flop,rdata[39],790,3
min,wptr_rclk_1,wptr_rclk_2,430,1
max reg2reg,wptr,FIFO_mem[1][30],1730,3
min reg2reg,wptr_rclk_1,wptr_rclk_2,430,1
max in group clk1,wpush,FIFO_mem[1][32],930,4
min in group clk1,rptr_wclk_1,rptr_wclk_2,430,1
==> layer usage <==
metal / GRT usage, % / up-vias
li1: - / 1315
met1: 17.33 / 1305
met2: 19.24 / 119
met3: 6.611 / 13
met4: 2.055 / 0
met5: 0 / -
==> power groups by stage <==
stage         Sequential [mW]  Combinational, mW  Clock [mW]
CTS                      1.49              0.301        1.23
finish                   1.49              0.294        1.20
global route             1.49              0.322        1.28
==> area by class of cell <==
type,count,share of cell area (%)
timing repair buffer,110,18.46
tap,184,3.783
multi-input combinational,163,21.24
clock inverter,3,0.7607
sequential,104,50.35
clock buffer,17,5.407
Power figures rest on the tool's default switching activity, not on a simulated workload.
