==> flow/design.v <==
module AR_FIFO_Master_to_AXI (
    input               wclk,  
    input               wrst,  
    input               wpush,  
    input        [44:0] wdata,  
    output logic        wfull,  
    input               rclk,  
    input               rrst,  
    input               rpop,  
    output logic [44:0] rdata,  
    output logic        rempty  
);  
    logic wptr;  
    logic wptr_rclk_1;  
    logic wptr_rclk_2;  
    logic rptr;  
    logic rptr_wclk_1;  
    logic rptr_wclk_2;  
    logic [44:0] FIFO_mem [1:0];  
    assign rdata = FIFO_mem[rptr];
    always_ff @(posedge wclk) begin
        if (wrst) begin
            FIFO_mem[0] <= 45'd0;
            FIFO_mem[1] <= 45'd0;
        end else if (wpush && (~wfull)) begin
            FIFO_mem[wptr] <= wdata;
        end else begin
            FIFO_mem[wptr] <= FIFO_mem[wptr];
        end
    end
    always_ff @(posedge wclk) begin
        if (wrst) begin
            wptr <= 1'b0;
        end else begin
            wptr <= wptr ^ (wpush && ~wfull);
        end
    end
    assign wfull = (wptr ^ rptr_wclk_2);
    always_ff @(posedge wclk) begin
        if (wrst) begin
            rptr_wclk_1 <= 1'b0;
            rptr_wclk_2 <= 1'b0;
        end else begin
            rptr_wclk_1 <= rptr;
            rptr_wclk_2 <= rptr_wclk_1;
        end
    end
    always_ff @(posedge rclk) begin
        if (rrst) begin
            rptr <= 1'b0;
        end else begin
            rptr <= rptr ^ (rpop && ~rempty);
        end
    end
    assign rempty = ~(rptr ^ wptr_rclk_2);
    always_ff @(posedge rclk) begin
        if (rrst) begin
            wptr_rclk_1 <= 1'b0;
            wptr_rclk_2 <= 1'b0;
        end else begin
            wptr_rclk_1 <= wptr;
            wptr_rclk_2 <= wptr_rclk_1;
        end
    end
endmodule
==> flow/run.sh <==
#!/bin/bash
# OpenROAD 26Q1-2900-gdf79404cd8, Yosys 0.63+post, stock flow scripts
make -C /OpenROAD-flow-scripts/flow DESIGN_CONFIG=/design/flow/config.mk WORK_HOME=/design/flow/orfs finish
==> flow/config.mk <==
export PLATFORM = sky130hd
export DESIGN_NAME = AR_FIFO_Master_to_AXI
export DESIGN_NICKNAME = AR_FIFO_Master_to_AXI
export VERILOG_FILES = /design/flow/design.v
export SDC_FILE = /design/flow/constraint.sdc
export NUM_CORES = 4
export LEC_CHECK = 1
export CORE_UTILIZATION = 40
==> flow/constraint.sdc <==
current_design AR_FIFO_Master_to_AXI

set clk_period 4.3
set clk_io_pct 0.2

create_clock -name clk0 -period $clk_period [get_ports {rclk}]
create_clock -name clk1 -period $clk_period [get_ports {wclk}]

set non_clock_inputs [all_inputs -no_clocks]
set_input_delay [expr $clk_period * $clk_io_pct] -clock clk0 $non_clock_inputs
set_output_delay [expr $clk_period * $clk_io_pct] -clock clk0 [all_outputs]
==> ci_impl_report.md <==
### Metrics collected by this job

| Metric | Value |
|---|---|
| Clock sinks | 96 |
| CTS tree | built |
| Slew Limit Fails | 0 |
| Pwr Total | 1.923 mW |
| ANT cells | 0 |
| Dpl cell area | 5187 µm² |
| Global placement routability congestion | about 0.75 |
| OpenROAD warning count | 26 |
| Yosys cell count | 271 |
| Worst slew pin tran | 980.9 ps |
| Logic pwr share | 10.5% |
| Internal Pwr Total | approximately 1.5 mW |
| Crit path DAT | 1910 ps |
| HPWL Detailed | 4.708 mm |
| Pwr Density | 354.6 nW/µm² |
| Register share after synthesis | 65.73% |
| CP Class | flop to output pin |
| Final TNS setup | 0 ps |
| FFs w/ async S/R, synth | 0% |
| Top FF cell, synth | edfxtp_1 |
| Maxcap violations | 0 |
| I/O pins | 98 |
| Distinct cells, synth | 20 |
| CP required | roughly 3400 ps |
| Gate count after technology mapping | 271 |
| # DRC | 0 |
| Total grt overflow | 0 |
| Crit Path Max Fanout | 48 |
| Total track usage | between 10% and 20% |
| Max Clock Skew | 7.707 ps |
| Reg power frac | 56.3% |
| Buffers added on ports | 96 |
| Ys flops | 96 |
| Via density | between 4 and 5 |
| Finished Cell Area | about 5400 µm² |
| Vias in the first global route | between 2000 and 2500 |
| # hold bufs at CTS | 0 |
| Sw Ratio | 20.37% |
| Storage element area | 2824 µm² |
| Total die area | roughly 11000 µm² |
| Leading area contributor after synthesis | edfxtp_1 |
| Worst-path clk slew | 30 ps |
| Synth-to-Final Area Change | 26.28% |
| Most instantiated cells after synthesis | and3_1 (90), edfxtp_1 (90), mux2_1 (45), buf_8 (14), dfxtp_1 (6) |
| P_leak | 2.312 nW |
| Mean Syn Cell Area | 15.85 µm² |
| Pre-Repair DR Iteration Count | 4 |
| Hold crit path type | flop to flop |
| Post-CTS sizing | 0 |
| Crit path capture type | output pin |
| Finish-stage setup viols | 0 |
| DR vias | 2491 |
| Routed WL | 8.128 mm |
| Mapped cell area | 4294 µm² |
| Core Region | 10370 µm² |
| Max-area cell share | 62.94% |
| Fill cells | 892 |
| Outcome | complete, no violations |
| Clk pwr share | 33.2% |
| Mean routed wirelength per cell | 16.13 µm |
| Routed Antenna Nets | 0 |
| # Post-CTS Setup Buffers | 0 |
| Max-slew headroom | 34.45% |
| # rows | 37 |
| Initial core utilization | 41.41% |
| Largest net degree at the start of global routing | about 49 |
| Post-synth EDFFs | 90 |
| Logic area | 1195 µm² |
| Chip height | 105.6 µm |
| Synth warn | 1 |
| Synth top area cells | edfxtp_1 (63%), and3_1 (13%), mux2_1 (12%) |
| Die X | 105.6 µm |
| Setup repair after global routing missed its margin | no |
| Yosys stat chip area | 4294 µm² |
| First-pass GRT wire length | around 13 mm |
| CP startpoint kind | flop |
| Layout cells sized above 1 | 7.609% |
| Switching pwr | 391.8 µW |
| Maximum vdd drop | 0.2226 mV |
| Worst hold slack | 432.6 ps |
| Fin. Hold Viols | 0 |
| Initial DRC Count | 77 |
| Initial antenna violation count | 0 |
-- cell families after synthesis --
group | Yosys count | synth area share [%]
XOR/XNOR | 2 | 0.4080
multiplexers | 46 | 12.03
AND/OR/NAND/NOR | 100 | 14.63
AND-OR/OR-AND | 3 | 0.4660
buffers and inverters | 24 | 6.731
flip-flops | 96 | 65.73
-- registers in the layout (all words and copies together), names as in the netlist, named ones only --
name / flops
rptr_wclk_1: 1
wptr: 1
FIFO_mem: 90
wptr_rclk_2: 1
rptr_wclk_2: 1
wptr_rclk_1: 1
-- metrics by stage --
step | cells | utilization, % | setup WS (ps)
floorplan | 271 | - | 2076
global placement | 484 | 50.02 | 1463
detailed placement | 484 | 50.02 | 1440
CTS | 504 | 52.29 | 1494
global route | 504 | 52.29 | 1421
finish | 504 | 52.29 | 1527
-- critical path: stages (launching register included) --
cell,delay [ps]
dfxtp_2,300
buf_4,540
mux2_1,420
clkdlybuf4s50_1,420
-- cell type report --
cell class                 count  area share [%]
clock buffer                  14           3.184
clock inverter                 6           1.154
multi-input combinational    151           22.04
sequential                    96           52.08
tap                          136           3.138
timing repair buffer         101           18.41
-- cells in the final DEF, fill, tap and decap left out --
master and instances:
clkdlybuf4s50_1 96, edfxtp_1 90, and3_1 90, mux2_1 45
clkbuf_8 12, buf_4 5, dfxtp_1 5, nor2b_1 4
a21o_2 2, nand2b_1 2, clkbuf_1 2, clkinvlp_4 2
xor2_1 1, and2_4 1, nor2_4 1, xnor2_1 1
nor2b_4 1, mux2i_1 1, nor2_1 1, a21oi_1 1
dfxtp_2 1, clkinv_1 1, inv_6 1, bufinv_16 1
clkinv_2 1
-- final timing paths --
path | from | end | slack (ps) | cells past startpoint
max | flop | rdata[30] | 1530 | 3
min | wptr_rclk_1 | wptr_rclk_2 | 430 | 1
max reg2reg | wptr | FIFO_mem[0][2] | 1670 | 3
min reg2reg | wptr_rclk_1 | wptr_rclk_2 | 430 | 1
max in group clk1 | wptr | FIFO_mem[0][2] | 1670 | 3
min in group clk1 | rptr_wclk_1 | rptr_wclk_2 | 450 | 1
-- power groups by stage --
stage	Combinational [mW]	Clock, mW	Sequential (mW)
finish	0.203	0.638	1.08
global route	0.222	0.694	1.09
CTS	0.207	0.654	1.08
-- metal layers --
layer  global-route usage, %  wire [µm]  up-vias
met5                       0          0        -
met4                   2.480        108        0
met3                   5.615        665       10
met2                   22.46       3523       98
met1                   26.71       3832     1172
li1                        -          -     1211
No activity file was given, so power comes from the tool's default toggle rates.
